$ cat flow/config.mk
export PLATFORM = sky130hd
export DESIGN_NAME = apb_slave
export DESIGN_NICKNAME = apb_slave
export VERILOG_FILES = /design/flow/design.v
export SDC_FILE = /design/flow/constraint.sdc
export NUM_CORES = 4
export LEC_CHECK = 1
export CORE_UTILIZATION = 40
$ cat flow/constraint.sdc
current_design apb_slave

set clk_period 3.0
set clk_io_pct 0.2

create_clock -name clk0 -period $clk_period [get_ports {PCLK}]

set non_clock_inputs [all_inputs -no_clocks]
set_input_delay [expr $clk_period * $clk_io_pct] -clock clk0 $non_clock_inputs
set_output_delay [expr $clk_period * $clk_io_pct] -clock clk0 [all_outputs]
$ cat flow/design.v
`timescale 1ns/1ps
module apb_slave #(parameter ADDR_WIDTH = 4, DATA_WIDTH = 32)(
    input  logic                  PCLK,
    input  logic                  PRESETn,
    input  logic [ADDR_WIDTH-1:0] PADDR,
    input  logic [DATA_WIDTH-1:0] PWDATA,
    input  logic                  PWRITE,
    input  logic                  PSEL,
    input  logic                  PENABLE,
    output logic [DATA_WIDTH-1:0] PRDATA,
    output logic                  PREADY
);
    logic [DATA_WIDTH-1:0] regs [0:7];
    assign PREADY = 1'b1;
    always_ff @(posedge PCLK or negedge PRESETn) begin
        if (!PRESETn) begin
            for (int i = 0; i < 8; i++) begin
                regs[i] <= 0;
            end
        end else if (PSEL && PENABLE) begin
            if (PWRITE) begin
                regs[PADDR[4:2]] <= PWDATA;
            end
        end
    end
    always_comb begin
        if (PSEL && !PWRITE) begin
            PRDATA = regs[PADDR[4:2]];
        end else begin
            PRDATA = 32'hDEADBEEF;
        end
    end
endmodule
$ cat flow/run.sh
#!/bin/bash
# OpenROAD 26Q1-2900-gdf79404cd8, Yosys 0.63+post, stock flow scripts
make -C /OpenROAD-flow-scripts/flow DESIGN_CONFIG=/design/flow/config.mk WORK_HOME=/design/flow/orfs finish
==> results.toml <==
# flow metrics
[finish]
multiInputGateArea_sq_mm = 0.00254
largestRegisters = "regs (128)"
area_growth_pct = 25.8
drive_gt1_share_pct = 46.7
largest_reg_flops = 128
design_area_sq_mm = 0.00742
fillers = 1146
seq_area_sq_mm = 0.00320
regMostFlops = "regs"

[drt]
antennaDiodeCount = 0
routed_wl_mm = 11.7
vias = 3253
vias_per_cell = 5.19
drc = 0
wl_met1_mm = 5.10
drt-initial-drc-count = 94
wl_per_cell_microns = 18.7
wl_met2_mm = 5.95
dr.max_layer_used = "met4"
wl_met3_microns = 504
ant_nets = 0
drt-pass1-iter-count = 4

[timing]
maxSlewViolCount = 0
whs_ns = 0.108
fin_crit_sh_pct = 93.5
finalHoldViolCount = 0
relSlewSlack_pct = 66.6
fmax_ghz = 0.356
rsz0062_at_grt = "no"
fin_worst_skew_ns = 0
worst_pin_slew_ns = 0.501
finalSetupViolCount = 0
setup_tns_ns = 0
post-route-min-period_ns = 2.81
finalWorstSetupSlack_ns = 0.194

[synthesis]
area_leaders = "dfrtp_1 54%, mux2_2 18%, mux4_2 12%, mux2_4 7.6%, nand2b_1 2.5%"
edf_count = 0
netlist_instances = 355
async_flop_share_pct = 100
ys_area_sq_mm = 0.00590
synth_area_sq_mm = 0.00590
yosysTopAreaCellShare_pct = 54.3
avgSynthCellArea_sq_um = 16.6
synth_cell_types = 21
synth_top_cell_by_count = "dfrtp_1"
ys_cells = 355
postSynthSeqShare_pct = 54.3
ff_type = "dfrtp_1"
yosysTopAreaCell = "dfrtp_1"
ys.flops = 128
ys.warnings.count = 4
common_cells = "128 x dfrtp_1, 95 x mux2_2, 32 x mux4_2, 30 x mux2_4, 24 x nand2b_1"

[clock_tree]
clock-root-buffer = "clkbuf_16"
cts_inserted_buffers = 17
ctsHoldBuffers = 0
ctsResizeCount = 0
cts.sinks = 128
cts_tree = "yes"
h-tree-depth = 4
clk_latency_ns = 0.42
cts.clk_slew.worst_paths_ns = 0.05
cts_setup_buffers = 0
clockBufferDepth = 2

[critical_path]
cp-end-kind = "primary output"
path_class = "in2out"
cp.required_ns = 2.40
startpoint_type = "input port"
cp.arrival_ns = 2.21
worst-path-max-fanout = 21

[die]
rows = 44
fp.dieW_microns = 123
die-area_sq_mm = 0.0152
fp.dieH_microns = 123
fp_util_pct = 40.7
ios = 74
core_region_area_sq_mm = 0.0145

[placement]
dp_hpwl_mm = 7.12
dpl_cell_area_sq_mm = 0.00686
numPortBuffers = 70
place_congestion = 0.725
dpl_worst_slack_ns = 0.199

[power]
fin_total_pwr_uw = 5220
p_leak_uw = 0.00323
p_per_area_mw_per_mm2 = 703
max-vdd-ir-drop_uv = 441

[run_status]
status = "completed"

[grt]
grt_pass1_vias = 3489
grt_pass1_wl_mm = 19.2
grt_max_degree = 67
grtUsageTotal_pct = 17.8
antenna_found_initial = 0
globalRouteOverflowTotal = 0

[run]
warning_count = 27
drv_cap = 0

[min_path]
hold_path_class = "in2async"
[placed cells by master, fill, tap and decap left out]
master and instances:
dfrtp_1 128, mux2_2 95, clkdlybuf4s50_1 67, mux4_2 32, mux2_4 30, nand2b_1 24, clkbuf_16 17, and2_1 8
buf_4 8, buf_12 7, clkinv_2 5, mux2_1 3, clkbuf_8 3, clkbuf_1 3, bufinv_16 2, buf_2 2
nor2b_2 1, nand3_1 1, nor3_4 1, inv_2 1, or3_2 1, nand4_1 1, nor2_4 1, or2_2 1
conb_1 1
[routing by layer]
| layer | GRT usage [%] | vias up |
|---|---|---|
| met3 | 4.19 | 10 |
| met2 | 28.6 | 63 |
| met4 | 2.03 | 0 |
| met5 | 0 | - |
| met1 | 26.7 | 1723 |
| li1 | - | 1457 |
[worst max-delay path, stage by stage]
cell             delay, ns
clkdlybuf4s50_1       0.50
nor2b_2               0.27
buf_12                0.20
and2_1                0.16
clkdlybuf4s50_1       0.46
[worst paths after layout]
kind,slack (ns),cells after the start,end,start
hold / removal,0.11,1,regs[4][23]$_DFFE_PN0P_,PRESETn
min in group clk0,0.48,1,regs[4][10]$_DFFE_PN0P_,regs[4][10]$_DFFE_PN0P_
hold reg to reg,0.48,1,regs[4][10]$_DFFE_PN0P_,regs[4][10]$_DFFE_PN0P_
max in group asynchronous,2.09,2,regs[2][11]$_DFFE_PN0P_,PRESETn
setup / recovery,0.19,5,PRDATA[4],PSEL
setup reg to reg,2.22,1,regs[3][7]$_DFFE_PN0P_,regs[3][7]$_DFFE_PN0P_
[area by class of cell]
| cell class | instances | area share, % |
|---|---|---|
| Sequential cell | 128 | 43.2 |
| Clock inverter | 7 | 1.15 |
| Timing Repair Buffer | 84 | 11.9 |
| Multi-Input combinational cell | 200 | 34.2 |
| Inverter | 1 | 0.0506 |
| Clock buffer | 23 | 6.44 |
| Tap cell | 184 | 3.10 |
[where the power goes]
part           internal (uW)  total [uW]  switching, uW
combinational            676         925            248
clock                   1270        1970            699
sequential              2130        2320            190
total                   4080        5220           1140
[per-stage QoR]
step           utilization, %  std cells
2_1_floorplan               -        355
3_3_place_gp             47.4        597
3_5_place_dp             47.4        597
4_1_cts                  51.3        627
5_1_grt                  51.3        627
6_report                 51.3        627
[logic make-up after synthesis]
| kind of cell | after synthesis | synth area share, % |
|---|---|---|
| simple gates | 39 | 4.14 |
| buf+inv | 27 | 2.91 |
| other cells | 1 | 0.0636 |
| flops | 128 | 54.3 |
| mux | 160 | 38.6 |
Power is estimated from default activity; no workload was simulated.
